==> flow/design.v <==
module axils #(
    parameter C_S_AXI_DATA_WIDTH = 32,
    parameter C_S_AXI_ADDR_WIDTH = 4,
    parameter CLK_FREQ = 100_000_000,
    parameter DATA_WIDTH = 8
) (
    input   logic                               S_AXI_ACLK,
    input   logic                               S_AXI_ARESETN,
    input   logic [C_S_AXI_ADDR_WIDTH-1:0]      S_AXI_AWADDR,
    input   logic                               S_AXI_AWVALID,
    output  logic                               S_AXI_AWREADY,
    input   logic [C_S_AXI_DATA_WIDTH-1:0]      S_AXI_WDATA,
    input   logic [(C_S_AXI_DATA_WIDTH/8)-1:0]  S_AXI_WSTRB,
    input   logic                               S_AXI_WVALID,
    output  logic                               S_AXI_WREADY,
    output  logic [1:0]                         S_AXI_BRESP,
    output  logic                               S_AXI_BVALID,
    input   logic                               S_AXI_BREADY,
    input   logic [C_S_AXI_ADDR_WIDTH-1:0]      S_AXI_ARADDR,
    input   logic                               S_AXI_ARVALID,
    output  logic                               S_AXI_ARREADY,
    output  logic [C_S_AXI_DATA_WIDTH-1:0]      S_AXI_RDATA,
    output  logic [1:0]                         S_AXI_RRESP,
    output  logic                               S_AXI_RVALID,
    input   logic                               S_AXI_RREADY
);
    logic [31:0] baud_rate_reg;
    logic [DATA_WIDTH-1:0] rx_data;
    logic rx_done;
    logic rx_ready;
    logic [C_S_AXI_DATA_WIDTH-1:0] slv_reg0;  
    logic [C_S_AXI_DATA_WIDTH-1:0] slv_reg1;  
    logic [C_S_AXI_DATA_WIDTH-1:0] slv_reg2;  
    logic [C_S_AXI_DATA_WIDTH-1:0] rdata_int;
    typedef enum logic [1:0] {
        WRITE_IDLE,
        WRITE_DATA,
        WRITE_RESPONSE
    } write_state_t;
    typedef enum logic [1:0] {
        READ_IDLE,
        READ_DATA
    } read_state_t;
    write_state_t write_state;
    read_state_t read_state;
    logic data_ready;         
    logic overrun_error;      
    logic intr_enable;        
    logic clear_data_ready;   
    logic awready;
    logic wready;
    logic bvalid;
    logic awaddr_reg;
    logic arready;
    logic rvalid;
    logic araddr_reg;
    always_ff @(posedge S_AXI_ACLK) begin
        if (!S_AXI_ARESETN) begin
            slv_reg0 <= 115200;
            slv_reg2 <= 0;
            baud_rate_reg <= 115200;
            data_ready <= 0;
            overrun_error <= 0;
            intr_enable <= 0;
        end 
        else begin
            if (S_AXI_AWVALID && S_AXI_WVALID && S_AXI_AWREADY && S_AXI_WREADY) begin
                case (S_AXI_AWADDR)
                    4'h0: begin
                        slv_reg0 <= S_AXI_WDATA;
                        baud_rate_reg <= S_AXI_WDATA;
                    end
                    4'h4: begin
                        intr_enable <= S_AXI_WDATA[8];  
                    end
                endcase
            end
            if (rx_done) begin
                slv_reg2 <= {24'b0, rx_data};
                if (data_ready) begin
                    overrun_error <= 1'b1;  
                end
                else begin
                    data_ready <= 1'b1;  
                end
            end
            if (clear_data_ready) begin
                data_ready <= 1'b0;
                overrun_error <= 1'b0;  
            end
        end
    end
    assign slv_reg1 = {23'b0, intr_enable, 6'b0, overrun_error, data_ready};
    always_comb begin
        clear_data_ready = 1'b0;
        case (araddr_reg)
            4'h0: rdata_int = slv_reg0;           
            4'h4: rdata_int = slv_reg1;           
            4'h8: begin
                rdata_int = slv_reg2;             
                clear_data_ready = S_AXI_RVALID && S_AXI_RREADY;  
            end
            default: rdata_int = 32'h0000_0000;
        endcase
    end
    always_ff @(posedge S_AXI_ACLK) begin
        if (~S_AXI_ARESETN) begin
            write_state <= WRITE_IDLE;
            awready <= 1'b1;
            wready <= 1'b0;
            bvalid <= 1'b0;
            awaddr_reg <= 0;
        end else begin
            case (write_state)
                WRITE_IDLE: begin
                    if (S_AXI_AWVALID && awready) begin
                        awready <= 1'b0;
                        wready <= 1'b1;
                        awaddr_reg <= S_AXI_AWADDR;
                        write_state <= WRITE_DATA;
                    end
                end
                WRITE_DATA: begin
                    if (S_AXI_WVALID && wready) begin
                        wready <= 1'b0;
                        write_state <= WRITE_RESPONSE;
                    end
                end
                WRITE_RESPONSE: begin
                    bvalid <= 1'b1;
                    if (S_AXI_BREADY && bvalid) begin
                        bvalid <= 1'b0;
                        awready <= 1'b1;
                        write_state <= WRITE_IDLE;
                    end
                end
            endcase
        end
    end
    always_ff @(posedge S_AXI_ACLK) begin
        if (~S_AXI_ARESETN) begin
            read_state <= READ_IDLE;
            arready <= 1'b1;
            rvalid <= 1'b0;
            araddr_reg <= 0;
        end else begin
            case (read_state)
                READ_IDLE: begin
                    if (S_AXI_ARVALID && arready) begin
                        arready <= 1'b0;
                        araddr_reg <= S_AXI_ARADDR;
                        read_state <= READ_DATA;
                        rvalid <= 1'b1;
                    end
                end
                READ_DATA: begin
                    if (S_AXI_RREADY && rvalid) begin
                        rvalid <= 1'b0;
                        arready <= 1'b1;
                        read_state <= READ_IDLE;
                    end
                end
            endcase
        end
    end
    assign S_AXI_AWREADY = awready;
    assign S_AXI_WREADY = wready;
    assign S_AXI_BVALID = bvalid;
    assign S_AXI_BRESP = 2'b00;  
    assign S_AXI_ARREADY = arready;
    assign S_AXI_RVALID = rvalid;
    assign S_AXI_RRESP = 2'b00;  
    assign S_AXI_RDATA = rdata_int;
    initial begin
        $dumpfile("test/dump/axils.fst");
        $dumpvars(0, axils);
    end
endmodule: axils
==> flow/run.sh <==
#!/bin/bash
# OpenROAD 26Q1-2900-gdf79404cd8, Yosys 0.63+post, stock flow scripts
make -C /OpenROAD-flow-scripts/flow DESIGN_CONFIG=/design/flow/config.mk WORK_HOME=/design/flow/orfs finish
==> flow/config.mk <==
export PLATFORM = sky130hd
export DESIGN_NAME = axils
export DESIGN_NICKNAME = axils
export VERILOG_FILES = /design/flow/design.v
export SDC_FILE = /design/flow/constraint.sdc
export NUM_CORES = 4
export LEC_CHECK = 1
export CORE_UTILIZATION = 40
==> flow/constraint.sdc <==
current_design axils

set clk_period 4.2
set clk_io_pct 0.2

create_clock -name clk0 -period $clk_period [get_ports {S_AXI_ACLK}]

set non_clock_inputs [all_inputs -no_clocks]
set_input_delay [expr $clk_period * $clk_io_pct] -clock clk0 $non_clock_inputs
set_output_delay [expr $clk_period * $clk_io_pct] -clock clk0 [all_outputs]
==> flow_metrics.tcl <==
# yosys + openroad results
set metrics [dict create \
    setup_slack_placement_ns 1.255 \
    timing.critical_path.fanout_max 28 \
    cp-end-kind "flip-flop" \
    portBuffers 80 \
    largest_register "slv_reg0" \
    cts_hold_buf 0 \
    flip_flop_count_of_the_largest_register_after_layout 32 \
    worst_r2r_startpoint "awready" \
    syn_avg_cell_area_um2 8.725 \
    clock_tree.buffer_depth 2 \
    floorplan.die.width_um 72.53 \
    drt_pass1_iterations 4 \
    number_of_cell_instances_on_the_worst_register_to_register_path 4 \
    setup_ws_ns 1.580 \
    number_of_sinks_driven_by_the_clock_tree 43 \
    hp-class "flip-flop to flip-flop" \
    holdCritStartpoint "slv_reg0[10]" \
    worst_hold_path.num_cells 2 \
    start_to_end_type_of_the_worst_setup_path "input pin to flip-flop" \
    initial_antenna_violation_count 0 \
    run_status "complete, no violations" \
    grt_max_degree 76 \
    maxClockFrequency_mhz 381.7 \
    ys_warn_count 3 \
    synth.yosys.seq_area_share_pct 43.27 \
    core_region_area_um2 4755 \
    route.antenna.remaining_nets 0 \
    hold_end "slv_reg0[10]" \
    clk_root_buffer_cell "clkbuf_8" \
    synth.distinct_cells 22 \
    area_growth_pct 46.54 \
    grtUsageTotal_pct 17.37 \
    fin_worst_skew_ns 0.006907 \
    routed_wl_um 4256 \
    globalRoute.totalOverflow 0 \
    insertion_delay_ns 0.29 \
    synthCells 228 \
    startpoint_type_of_the_worst_setup_path "input pin" \
    initial_core_util_pct 41.84 \
    cts_inserted_buffers 5 \
    power.density_cell_area_nw_per_um2 294.9 \
    timing_worst_slew_pin_value_ns 0.6803 \
    placementRows 25 \
    synth.yosys.chip_area_um2 1989 \
    cts_setup_buffers 0 \
    vias 1670 \
    cts.repair.resized 0 \
    path_clk_slew_ns 0.08 \
    rrSetupSlack_ns 2.46 \
    timing.final.crit_share_pct 62.38 \
    maxCapViolations 0 \
    power.total_uw 859.7 \
    grt_pass1_vias 1562 \
    worst-endpoint-required_ns 4.42 \
    post_route_cells_drive_above_1_share_pct 5.263 \
    min_period_ns 2.620 \
    chip_area_um2 5260 \
    gp_congestion 0.7684 \
    wl_per_cell_um 11.47 \
    leakagePower_uw 0.001090 \
    htree_levels 2 \
    drt_drc_violations_left 0 \
    top_regs "slv_reg0: 32 flops, write_state: 3 flops, read_state: 2 flops" \
    setup_viol_count_final 0 \
    synth.yosys.num_cells 228 \
    timing.final.hold_violations 0 \
    timing.max_slew.rel_slack_pct 54.65 \
    slew_viols_final 0 \
    openroad.warnings 33 \
    antenna_cells 0 \
    ioPinCount 92 \
    fp.dieH_um 72.53 \
    clock_tree_from_tritoncts "done" \
    arr_time_crit_path_ns 2.84 \
    rsz0062_at_grt "no" \
    synth_flop_count 43 \
    drt_iter0_drc 61 \
    detailed_place_hpwl_um 2760 \
    setup-tns-final_ns 0 \
    r2r-end "slv_reg0[27]" \
    netlist_area_um2 1989 \
    grt_pass1_wl_um 7162 \
    ratio_of_routed_vias_to_standard_cells 4.501 \
    irDropWorstVdd_v 0.0002582 \
]
[where the power goes]
part	leakage [uW]	switching [uW]	internal, uW
clock	0.0000612	138	192
combinational	0.000680	37.8	64.7
sequential	0.000349	10.4	417
total	0.00109	186	674
[worst max path at each step]
stage | from | end | slack (ns) | depth (start not counted)
4_1_cts | S_AXI_AWADDR[1] | slv_reg0[27] | 1.57 | 5
5_1_grt | S_AXI_AWADDR[1] | slv_reg0[2] | 1.47 | 5
6_report | S_AXI_AWADDR[1] | slv_reg0[27] | 1.58 | 5
[synth_stat cells (all sizes together)]
master / number / area share, %
o21ba: 2 / 1.0
mux2i: 33 / 17
inv: 2 / 0.38
o211a: 1 / 0.50
a32oi: 1 / 0.44
a31oi: 2 / 0.63
a21boi: 1 / 0.38
a21oi: 2 / 0.50
nand3: 3 / 0.75
o211ai: 1 / 0.38
conb: 1 / 0.19
nand2: 66 / 12
buf: 7 / 3.2
nor3: 1 / 0.82
clkbuf: 11 / 2.1
nor2b: 43 / 14
dfxtp: 43 / 43
a2bb2oi: 1 / 0.44
o21ai: 4 / 1.0
a311oi: 2 / 0.88
or4: 1 / 0.57
[worst max-delay path, stage by stage]
cell,delay [ns]
clkdlybuf4s50_1,0.40
or4_4,0.55
nor3_4,0.28
buf_4,0.50
mux2i_1,0.25
[final cells by class]
class	instances	area (um^2)
fill	442	1839
multi-input combinational	168	1027
sequential	43	860.8
timing repair buffer	83	818.3
tap	67	83.83
clock buffer	6	82.58
clock inverter	2	35.03
inverter	2	7.507
[routing by layer]
layer / wire (um) / vias to the layer above / global-route usage (%)
met5: 0 / - / 0
met4: 66 / 0 / 2.179
met3: 260 / 7 / 3.944
met2: 1885 / 46 / 27.21
met1: 2044 / 731 / 26.10
li1: - / 886 / -
[kinds of logic after synthesis]
family / synth area share (%)
AOI/OAI and AO/OA: 6.164
other: 0.1885
muxes: 16.60
buffers and inverters: 5.660
DFF: 43.27
and+or+nand+nor: 28.11
[layout by cell type, fill, tap and decap left out]
cell and n:
a21boi_0 1, a21oi_1 2, a2bb2oi_1 1, a311oi_1 2
a31oi_1 2, a32oi_1 1, buf_2 1, buf_4 3
bufinv_16 1, clkbuf_8 6, clkdlybuf4s50_1 79, clkinv_2 1
conb_1 4, dfxtp_1 43, inv_1 2, mux2i_1 33
nand2_1 66, nand3_1 3, nor2b_1 43, nor3_4 1
o211a_1 1, o211ai_1 1, o21ai_0 4, o21ba_2 2
or4_4 1
[metrics by stage]
step                instance area [um^2]  utilization, %  hold WS (ns)  std cells
floorplan                           2001               -        0.4302        231
global route                        2915           61.32        0.4689        371
detailed placement                  2798           58.84        0.4431        363
CTS                                 2915           61.32        0.4556        371
global placement                    2798           58.84        0.4376        363
finish                              2915           61.32        0.4533        371
Power and IR drop assume default switching activity.
