==> design/flow/design.v <==
module sync 
( 
    input  logic CLKip, 
    input  logic SIGi,
    output logic SIGo
);
    logic meta_sig;
    always_ff @(posedge CLKip) meta_sig <= SIGi;
    always_ff @(posedge CLKip) SIGo     <= meta_sig;
endmodule: sync
`timescale 1ns/1ps
module uart_tx 
    # (
    parameter FREQ_CLK  = 100000000,
    parameter DATA_WDTH = 8
    ) (
    input   wire                    CLKip,  
    input   wire                    RSTi,  
    input   wire [DATA_WDTH-1:0]    TXi,  
    input   wire                    TX_ENi,  
    input   logic [31:0]            BAUD_RATEi,  
    output  logic                   BUSYo,  
    output  logic                   DONEo,  
    output  logic                   DATAo  
    );
    int unsigned                    baud_rate;  
    int unsigned                    bit_cntr;  
    bit                             tx_strb;  
    logic [$clog2(DATA_WDTH)-1:0]   bit_idx;  
    int unsigned                    clk_count;  
    logic                           data;  
    logic                           done;  
    logic                           tx_en;  
    logic                           busy;  
    logic                           rst;  
    sync tx_en_stab (.CLKip (CLKip), .SIGi (TX_ENi), .SIGo (tx_en));
    sync rst_stab (.CLKip (CLKip), .SIGi (RSTi), .SIGo (rst));
    typedef enum logic [1:0] {       
        IDLE        = 2'h0,
        START       = 2'h1,
        TRANSMIT    = 2'h2,
        STOP        = 2'h3
    } statetype;
    statetype STATE;
    always_comb begin: calc_bit_value
        baud_rate = (BAUD_RATEi == 0) ? 115200 : BAUD_RATEi;
        bit_cntr = FREQ_CLK / baud_rate;
    end
    always @(posedge CLKip) begin: strobe_logic       
        case (STATE)
            IDLE: begin
                clk_count   <= 0;
                tx_strb     <= 0;
                bit_idx     <= 0;
            end
            default: begin
                if (clk_count >= bit_cntr) begin
                    tx_strb <= 1;
                    clk_count <= 0;
                end
                else begin
                    tx_strb <= 0;
                    clk_count <= clk_count + 1;
                end
            end  
        endcase
    end
    always_ff @(posedge CLKip or posedge rst) begin: fsm_uart_tx
        if (rst) begin
            bit_idx     <= 0;
            clk_count   <= 0;
            busy        <= 0;
            tx_strb     <= 0;
            done        <= 0;
            STATE       <= IDLE;
        end
        else begin 
            case (STATE)
                IDLE: begin
                    data        <= 1;
                    if (tx_en == 1'b1) begin
                        busy <= 1'b1;
                        done        <= 0;
                        STATE <= START;
                    end
                end
                START: begin
                    data        <= 0;
                    if (tx_strb) STATE <= tx_strb ? TRANSMIT : START;
                    else begin
                        STATE <= START;        
                    end
                end
                TRANSMIT: begin
                    data <= TXi[bit_idx];
                    if (tx_strb) begin
                        if (bit_idx < DATA_WDTH - 1) bit_idx <= bit_idx + 1;
                        else begin
                            bit_idx <= 0;
                            STATE <= STOP;
                        end    
                    end
                    else begin
                        STATE <= TRANSMIT;
                    end
                end
                STOP: begin
                    if (tx_strb) begin
                        STATE       <= IDLE;
                        done        <= 1;
                        busy        <= 0;
                        data        <= 1;
                    end
                    else begin
                        STATE <= STOP;
                        data    <= 1;
                    end
                end
                default: STATE <= IDLE;        
            endcase
        end
    end   
    always_comb begin: set_out
        BUSYo = busy;
        DONEo = done;
        DATAo = data;
    end
    initial begin
        $dumpfile("test/dump/uart_tx.fst");
        $dumpvars(0, uart_tx);
    end
endmodule: uart_tx
==> design/flow/run.sh <==
#!/bin/bash
# OpenROAD 26Q1-2900-gdf79404cd8, Yosys 0.63+post, stock flow scripts
make -C /OpenROAD-flow-scripts/flow DESIGN_CONFIG=/design/flow/config.mk WORK_HOME=/design/flow/orfs finish
==> design/flow/config.mk <==
export PLATFORM = sky130hd
export DESIGN_NAME = uart_tx
export DESIGN_NICKNAME = uart_tx
export VERILOG_FILES = /design/flow/design.v
export SDC_FILE = /design/flow/constraint.sdc
export NUM_CORES = 4
export LEC_CHECK = 1
export CORE_AREA = 10 10 70 70
export DIE_AREA = 0 0 80 80
==> design/flow/constraint.sdc <==
current_design uart_tx

set clk_period 1.0
set clk_io_pct 0.2

create_clock -name clk0 -period $clk_period [get_ports {CLKip}]

set non_clock_inputs [all_inputs -no_clocks]
set_input_delay [expr $clk_period * $clk_io_pct] -clock clk0 $non_clock_inputs
set_output_delay [expr $clk_period * $clk_io_pct] -clock clk0 [all_outputs]
==> impl_metrics.toml <==
# synthesis and place-and-route metrics
[critical_path]
worstPathRequired_ns = 0.80
worst-path-stages = 1
reg2reg_depth = 2
crit_end = "BUSYo"
reg2reg_to = "busy"
cp_top_family = "flip-flops"
cp_num_buf_inv = 1
cp_cell_sequence = "buf_2"
critical_path_class = "reg -> out"
crit_path_max_fanout = 2
r2r_start = "busy"
cp-end-kind = "output pin"
cp-startpoint = "busy"
cpPeakStageDelay_ns = 0.37
slowest_stage = "dfrtp_1"
startpoint_type = "register"
r2r_slack_ns = 0.26
arrival_ns = 0.74

[timing]
slew_violations = 0
fin_tns_setup_ns = 0
hold_violations = 0
setup_viol_count_final = 0
rsz0062_at_grt = "no"
period_used_pct = 93.99
fmax_mhz = 1064
finClkSkew_ns = 0.003182
setup_slack_ns = 0.06008
fin_crit_ns = 0.9399

[routing]
ant_nets = 0
routedWlPerCell_um = 4.652
diodes = 0
drc = 0
vias = 110
routed_wl_um = 307
firstDrtPassIters = 1
routed_via_density = 1.667
drt_iter0_drc = 0

[logic_synthesis]
synth_area_um2 = 190.2
ys.flops = 7
top_area_cell = "dfxtp_1"
yosysUniqueCellTypes = 9
ys_chip_area_um2 = 190.2
yosysTopAreaCellShare_pct = 42.11
async_flop_share_pct = 28.57
yosys.stat.seqShare_pct = 84.87
netlist_instances = 12
ff_type = "dfxtp_1"
most_common_cell = "dfxtp_1"
synth-cells-yosys = 12
synth-edff-count = 1
avgSynthCellArea_um2 = 15.85
ys_warn_count = 44
area_leaders = "dfxtp_1 42%, edfxtp_1 16%, dfstp_2 14%"

[floorplan]
design.core.area_um2 = 3416
die_height_um = 80
dieArea_um2 = 6400
initial_utilization_pct = 5.568
fp.dieW_um = 80
rows = 21
ioPinCount = 46

[clocking]
root_buffer = "clkbuf_4"
worstSkewPairLatency_ns = 0.25
cts_made_buffers = 3
cts_tree = "yes"
cts_setup_buffers = 0
clkTransAtPathRegs_ns = 0.05
cts_buffer_depth = 2
htreeDepth = 1
cts.sinks = 7

[pwr]
power.density_nw_per_um2 = 1832
power.leakage_uw = 0.0001293
vdd_drop_max_uv = 898.1
total_power_uw = 557.1

[global_route]
grt_pass1_vias = 143
antenna_found_initial = 0
grt_max_degree = 5
grt_util_all_layers_pct = 1.163
grt_pass1_wl_um = 538
overflow = 0

[final_layout]
fin_cells = 66
drive_above_1_share_pct = 35.00
syn_to_final_growth_pct = 59.87
final_util_pct = 8.901

[place]
dp.cells = 62
place_congestion = 0.5970
numPortBuffers = 4
place_ws_ns = -0.03083

[run]
tool_warnings = 65
maxCapViolations = 0

[status]
status = "finished clean"

[hold_path]
min_path_type = "reg -> async"
flip-flops by register name, summed over array words and instances (netlist names):
register	cells
STATE	1
rst_stab.meta_sig	1
rst_stab.SIGo	1
busy	1
data	1
tx_en_stab.SIGo	1
tx_en_stab.meta_sig	1
how the worst min path moves through the flow:
stage | end | startpoint
after global routing | busy | rst_stab.SIGo
final | busy | rst_stab.SIGo
after CTS | busy | rst_stab.SIGo
layout make-up:
type	instances	area [µm²]
clock buffer	4	26.28
fill	402	3112
inverter	1	3.754
multi-input combinational	3	17.52
sequential	7	161.4
tap	46	57.56
timing repair buffer	5	37.54
power by group:
part / switching [µW] / internal [µW] / leakage (µW) / total (µW)
logic: 3.13 / 7.67 / 0.0000456 / 10.8
registers: 2.64 / 297 / 0.0000688 / 299
clock network: 95.2 / 152 / 0.0000150 / 247
total: 101 / 456 / 0.000129 / 557
worst register-to-register path: stages (launching register included):
cell and delay, ns:
dfrtp_1 0.37, buf_4 0.13, a21o_1 0.14
stage by stage:
stage          cell area [µm²]  hold WS (ns)
2_1_floorplan            190.2       0.03413
6_report                 304.0       0.04232
3_3_place_gp             287.8       0.03658
5_1_grt                  304.0       0.06462
4_1_cts                  304.0       0.04507
3_5_place_dp             287.8       0.04638
metal layers:
layer | track usage (%) | wire length, µm | vias to the layer above | part of all wire (%)
met5 | 0 | 0 | - | 0
met4 | 0.3521 | 0 | 0 | 0
met3 | 1.364 | 39 | 0 | 13
met2 | 0.9631 | 81 | 8 | 26
li1 | - | - | 50 | -
met1 | 1.615 | 187 | 52 | 61
kinds of logic after synthesis:
| family | Yosys count | synth area share [%] |
|---|---|---|
| compound gates | 1 | 3.949 |
| buf+inv | 2 | 5.921 |
| flops | 7 | 84.87 |
| other cells | 1 | 1.972 |
| simple gates | 1 | 3.292 |
cell usage in the layout (no fill, tap or decap), drive strengths merged:
cell	synthesis	routed
dfxtp	4	4
conb	1	1
a21o	1	1
edfxtp	1	1
inv	1	1
clkdlybuf4s50	0	2
clkbuf	0	4
buf	1	3
dfrtp	1	1
nor2b	1	1
dfstp	1	1
timing repair:
| item | 4_1_cts | 5_1_grt |
|---|---|---|
| hold buffers | 0 | 0 |
| endpoints found under the setup margin | 2 | 0 |
| gates resized | 7 | 0 |
Power and IR drop assume default switching activity.
