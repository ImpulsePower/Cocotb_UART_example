$ cat ./run.sh
#!/bin/bash
# OpenROAD 26Q1-2900-gdf79404cd8, Yosys 0.63+post, stock flow scripts
make -C /OpenROAD-flow-scripts/flow DESIGN_CONFIG=/design/flow/config.mk WORK_HOME=/design/flow/orfs finish
$ cat ./config.mk
export PLATFORM = sky130hd
export DESIGN_NAME = uart_rx
export DESIGN_NICKNAME = uart_rx
export VERILOG_FILES = /design/flow/design.v
export SDC_FILE = /design/flow/constraint.sdc
export NUM_CORES = 4
export LEC_CHECK = 1
export CORE_UTILIZATION = 40
$ cat ./constraint.sdc
current_design uart_rx

set clk_period 155.9
set clk_io_pct 0.2

create_clock -name clk0 -period $clk_period [get_ports {CLKip}]

set non_clock_inputs [all_inputs -no_clocks]
set_input_delay [expr $clk_period * $clk_io_pct] -clock clk0 $non_clock_inputs
set_output_delay [expr $clk_period * $clk_io_pct] -clock clk0 [all_outputs]
$ cat ./design.v
module sync 
( 
    input  logic CLKip, 
    input  logic SIGi,
    output logic SIGo
);
    logic meta_sig;
    always_ff @(posedge CLKip) meta_sig <= SIGi;
    always_ff @(posedge CLKip) SIGo     <= meta_sig;
endmodule: sync
`timescale 1ns/1ps
module uart_rx 
    # (
    parameter FREQ_CLK  = 100_000_000,  
    parameter DATA_WDTH = 8          
    ) (
    input   wire                    CLKip,  
    input   wire                    RSTi,  
    input   wire                    RXi,  
    input   wire                    BAUD_RATE_RDi,  
    input   wire                    BAUD_RATE_WEi,  
    input   logic [31:0]            BAUD_RATEi,  
    output  logic                   DONEo,  
    output  logic                   READYo,  
    output  logic [DATA_WDTH-1:0]   DATAo  
    );
    int unsigned                    baud_rate;  
    int unsigned                    bit_cntr;  
    int unsigned                    half_bit_cntr;  
    logic                           half_rx_strb;  
    logic                           rx_strb;  
    int unsigned                    clk_count;  
    logic [$clog2(DATA_WDTH+1)-1:0] bit_idx;   
    logic [DATA_WDTH-1:0]           data;  
    logic                           rx;  
    logic                           rst;  
    logic                           done;  
    logic                           ready;  
    logic                           baud_rate_read;  
    logic                           baud_rate_we;  
    int unsigned                    br;  
    sync rx_stab (.CLKip (CLKip), .SIGi (RXi), .SIGo (rx));
    sync rst_stab (.CLKip (CLKip), .SIGi (RSTi), .SIGo (rst));
    sync br_we_stab (.CLKip (CLKip), .SIGi (BAUD_RATE_WEi), .SIGo (baud_rate_we));
    sync br_rd_stab (.CLKip (CLKip), .SIGi (BAUD_RATE_RDi), .SIGo (baud_rate_read));
    mem baud_rate_mem (
        .CLKip  (CLKip),
        .RDi    (baud_rate_read),  
        .WEi    (baud_rate_we),
        .DATAi  (baud_rate), 
        .Qo     (br)
        );
    typedef enum logic [1:0] {       
        IDLE    = 2'h0,
        START   = 2'h1,
        RECEIVE = 2'h2,
        STOP    = 2'h3
    } statetype;
    statetype STATE;
    always_comb begin: calc_bit_value
        baud_rate = BAUD_RATEi;
        bit_cntr = FREQ_CLK / baud_rate;
        half_bit_cntr = bit_cntr >> 1;
    end
always @(posedge CLKip) begin: strobe_logic
    if (rst) begin
        clk_count <= 0;
        half_rx_strb <= 0;
        rx_strb <= 0;
    end else begin
        case (STATE)
            IDLE: begin
                clk_count <= 0;
                half_rx_strb <= 0;
                rx_strb <= 0;
            end
            START: begin
                if (clk_count == half_bit_cntr) begin
                    half_rx_strb <= 1;
                    clk_count <= 0;
                end
                else begin
                    half_rx_strb <= 0;
                    clk_count <= clk_count + 1;
                end                
            end
            RECEIVE: begin
                if (clk_count == bit_cntr) begin
                    rx_strb <= 1;
                    clk_count <= 0;
                end
                else begin
                    rx_strb <= 0;
                    clk_count <= clk_count + 1;
                end                  
            end
            STOP: begin
                if (clk_count == bit_cntr) begin
                    rx_strb <= 1;
                    clk_count <= 0;
                end
                else begin
                    rx_strb <= 0;
                    clk_count <= clk_count + 1;
                end                  
            end  
            default: begin
                clk_count <= 0;
            end
        endcase
    end
end
    always_ff @(posedge CLKip) begin: fsm_uart_rx
        if (rst) begin
            bit_idx     <= 0;
            clk_count   <= 0;
        end
        else begin
            case (STATE)
                IDLE: begin
                    ready          <= 1;
                    if (rx == 1'b0) STATE <= rx ? IDLE : START;
                end
                START: begin
                    ready          <= 0;
                    done           <= 0;
                    if (half_rx_strb) begin
                        if (rx == 1'b0) STATE <= rx ? IDLE : RECEIVE;
                    end
                    else begin 
                        STATE <= START;
                    end
                end
                RECEIVE: begin
                    if (rx_strb) begin
                        data[bit_idx] <= rx;
                        if (bit_idx < DATA_WDTH-1) begin 
                            bit_idx <= bit_idx + 1;
                        end
                        else begin 
                            bit_idx <= 0;
                            STATE   <= STOP;
                            done    <= 1;
                        end 
                    end
                    else begin
                        STATE <= RECEIVE;
                    end  
                end
                STOP: begin
                    if (rx_strb) STATE <= rx_strb ? IDLE : STOP;
                end
                default: begin
                    STATE <= IDLE;
                end 
            endcase            
        end   
    end 
    always_comb begin: set_out
        DATAo = data;
        READYo = ready;
        DONEo = done;
    end
    initial begin
        $dumpfile("test/dump/uart_rx.fst");
        $dumpvars(0, uart_rx);
    end
endmodule: uart_rx
module mem 
    # ( 
    parameter DATA_WIDTH = 32
    ) (
    input  logic                  CLKip,
    input  logic                  RDi,       
    input  logic                  WEi,     
    input  logic [DATA_WIDTH-1:0] DATAi,
    output logic [DATA_WIDTH-1:0] Qo
);
	logic [DATA_WIDTH-1:0] ram;
	always_ff @(posedge CLKip) if (WEi) ram <= DATAi;
	always_ff @(posedge CLKip) if (RDi) Qo <= ram;
endmodule
==> impl_metrics.ini <==
; synthesis and place-and-route metrics
[worst_setup_path]
timing.reg2reg.worst_path_depth = 8
cp_max_fo = 37
rr_endpoint = data[4]$_DFFE_PP_
timing_worst_setup_path_type = primary input to flop
startpoint_type = primary input
critPathMostFrequentCell = ha_1
critPathRequiredTime_ps = 156040
critPathSlowestCell = a2111oi_0
critical_path.startpoint = BAUD_RATEi[31]
worst-r2r-setup-slack_ps = 153760
regToRegStartpoint = bit_idx[0]$_SDFFE_PP0P_
timing.critical_path.arrival_ps = 112950
critical_path.endpoint_type = flop
worst_path_max_stage_delay_ps = 750

[synthesis]
post-synth-top-area-cell = ha_1
mappedNetlistArea_mm2 = 0.0326
synthTopCellsByArea = ha_1 (19%), a21oi_1 (6.6%), xnor2_1 (6.3%), nand2_1 (5.8%), nor2_1 (5.7%)
synth.yosys.warnings = 69
synth_async_sr_flop_share_pct = 0
synth_cell_types = 91
post-synth-top-area-fraction_pct = 19.2
post_synth.cell_area_avg_um2 = 6.72
flop_cell = dfxtp_1
syn_inst = 4861
numSynthFlops = 24
synth-edff-count = 10
yosysCellCount = 4861
synth_seq_share_pct = 1.78
yosys-stat-area_mm2 = 0.0326

[sta]
rsz0062_at_grt = false
min_period_ps = 112810
finalSetupTns_ps = 0
final_setup_violating_endpoints = 0
hold_viol = 0
finalClockPeriodUsage_pct = 72.4
slew_headroom_pct = 34.7
worst-slew-pin-transition_ps = 955
max_clock_freq_ghz = 0.00886
clock_skew_ps = 2.07
final-max-slew-violation-count = 0

[place]
place.port_buffers = 44
finalWeightedCongestion = 1.05
post-dp-hpwl_um = 101000

[final_layout]
fillers = 8424
area.combinational_mm2 = 0.0308
final_core_area_utilization_pct = 43.0
drive_above_1_share_pct = 5.85
lay_top_count = nand2_1
final_cell_mix = nand2_1 (508), ha_1 (500), nor2_1 (493)
seq_area_um2 = 581
synthToLayoutAreaGrowth_pct = 6.34

[routing]
via_per_inst = 6.26
detail_route.drc_violations = 0
firstDrtPassIters = 22
via_count = 37006
detailedRoute.firstIterationViolations = 3462
routedWlPerCell_um = 21.5
drt-total-wl_um = 127000
final_ant_viol_nets = 0
antennaDiodeCount = 0

[global_route]
global_route.usage.total_pct = 30.5
global_route.overflow_total = 0
global_route_wire_length_before_repair_um = 195000
grt_pass1_vias = 33361
number_of_antenna_violations_at_the_first_check_in_global_routing = 0
grt_max_degree = 52

[min_path]
hold_start = rst_stab.meta_sig$_DFF_P_
hold_path_depth = 0
worst_hold_path_type = flop to flop
worst_hold_path.endpoint = rst_stab.SIGo$_DFF_P_

[floorplanning]
floorplan.rows = 104
initial_core_util_pct = 40.5
floorplan.io_pins = 47
die_height_um = 288
die.size.x_um = 288
chip_area_mm2 = 0.0828
design.core.area_mm2 = 0.0807

[power_and_ir_drop]
power_density_mw_per_mm2 = 2.35
total_leakage_power_nw = 15.4
peakVddDrop_mv = 0.00533

[clock_tree]
numCtsBuffers = 3
clock_tree.root_cell = clkbuf_16
post_cts.resized_instances = 0
tritoncts = yes
cts_max_path_buffers = 2
cts_num_sinks = 24
clk-insertion-delay-late_ps = 250
htree_depth = 1
clk_pin_slew_worst_paths_ps = 60
hold_buffers = 0
post_cts_setup_inserts = 0

[flow_run]
maxCapViolations = 0
tool_warnings = 31

[run_status]
outcome = complete, no violations
-- cell type report --
class	count	share of cell area (%)
inverter	197	2.13
timing repair buffer	145	3.45
sequential	24	1.67
clock buffer	4	0.256
tap	1060	3.82
multi-input combinational	4482	88.7
-- worst max-delay path, delay by kind of cell --
family | cells | cell delay, ps
multiplexers | 2 | 1050
buffers and inverters | 24 | 5600
XOR/XNOR | 1 | 140
AND/OR/NAND/NOR | 82 | 22890
adder cells (fa/ha/maj) | 30 | 9900
AND-OR/OR-AND | 136 | 41920
-- Yosys cell counts, types with 31 or more instances --
cell type  count
nand4_1       68
nor4_1        31
mux2i_1       46
nand2b_1      91
nand3_1      121
o211ai_1      56
a31oi_1       90
mux2_2        61
clkbuf_1     119
nor2b_1       44
ha_1         500
nor3_1       110
nand2_1      508
o21a_1       143
o21ai_0      315
a2111oi_0     34
xor2_1       122
o31ai_1       50
and3_1        43
o21bai_1      57
xnor2_1      234
or2_2         38
inv_1        197
a21oi_1      431
a211oi_1      55
or3_1         55
nor2_1       495
a21o_1       198
and2_1        32
-- sequential cells by signal, summed over array words and instances, names as in the netlist --
name	flops
STATE	4
bit_idx	4
data	8
done	1
half_rx_strb	1
ready	1
rst_stab.SIGo	1
rst_stab.meta_sig	1
rx_stab.SIGo	1
rx_stab.meta_sig	1
rx_strb	1
-- worst max-delay path by stage --
| stage | end | slack [ps] |
|---|---|---|
| after CTS | rx_strb$_SDFFE_PP0P_ | 45070 |
| after global routing | rx_strb$_SDFFE_PP0P_ | 38020 |
| final | rx_strb$_SDFFE_PP0P_ | 43090 |
-- metal layers --
metal,up-vias,GRT usage (%),wire length [um]
met5,-,0,0
met4,0,11.0,5750
met3,275,3.25,10200
met2,1473,45.9,53000
met1,16915,44.8,58500
li1,18343,-,-
-- cells by family (layout without fill, tap and decap cells) --
| group | Yosys count | count (layout) | synth area share [%] |
|---|---|---|---|
| AND-OR/OR-AND | 1806 | 1806 | 37.1 |
| AND/OR/NAND/NOR | 1711 | 1711 | 24.7 |
| adder cells (fa/ha/maj) | 500 | 500 | 19.2 |
| XOR/XNOR | 356 | 356 | 9.55 |
| buffers and inverters | 355 | 346 | 4.14 |
| multiplexers | 108 | 108 | 3.56 |
| flip-flops | 24 | 24 | 1.78 |
| other | 1 | 1 | 0.0115 |
-- where the power goes --
group | internal (mW) | leakage [nW] | switching [mW]
Clock | 0.00391 | 0.0442 | 0.00202
Sequential | 0.00821 | 0.208 | 0.00136
Combinational | 0.0265 | 15.1 | 0.0395
Total | 0.0386 | 15.4 | 0.0429
-- per-stage QoR --
| step | total power [mW] | std cells | cell area, um^2 | setup slack [ps] | hold WS, ps |
|---|---|---|---|---|---|
| 2_1_floorplan | 0.0574 | 4861 | 32600 | 55770 | 310 |
| 3_3_place_gp | 0.0740 | 5908 | 34600 | 45220 | 310 |
| 3_5_place_dp | 0.0741 | 5908 | 34600 | 45010 | 312 |
| 4_1_cts | 0.0806 | 5912 | 34700 | 45070 | 326 |
| 5_1_grt | 0.0890 | 5912 | 34700 | 38020 | 338 |
| 6_report | 0.0816 | 5912 | 34700 | 43090 | 326 |
Power and IR drop assume default switching activity.
